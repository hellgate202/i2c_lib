$ cat /design/flow/config.mk
export PLATFORM = sky130hd
export DESIGN_NAME = i2c_master_phy
export DESIGN_NICKNAME = i2c_master_phy
export VERILOG_FILES = /design/flow/design.v
export SDC_FILE = /design/flow/constraint.sdc
export NUM_CORES = 4
export LEC_CHECK = 1
export CORE_UTILIZATION = 40
$ cat /design/flow/constraint.sdc
current_design i2c_master_phy

set clk_period 2.9
set clk_io_pct 0.2

create_clock -name clk0 -period $clk_period [get_ports {clk_i}]

set non_clock_inputs [all_inputs -no_clocks]
set_input_delay [expr $clk_period * $clk_io_pct] -clock clk0 $non_clock_inputs
set_output_delay [expr $clk_period * $clk_io_pct] -clock clk0 [all_outputs]
$ cat /design/flow/design.v
package i2c_master_pkg;
parameter bit [2 : 0] NOP   = 3'b000;
parameter bit [2 : 0] START = 3'b001;
parameter bit [2 : 0] STOP  = 3'b010;
parameter bit [2 : 0] READ  = 3'b011;
parameter bit [2 : 0] WRITE = 3'b100;
endpackage
package i2c_slave_pkg;
parameter bit [1 : 0] NOP   = 2'b00;
parameter bit [1 : 0] WRITE = 2'b01;
parameter bit [1 : 0] READ  = 2'b10;
endpackage
import i2c_master_pkg::*;
module i2c_master_phy#(
  parameter int SCL_FREQ = 400_000,
  parameter int CLK_FREQ = 100_000_000
)(
  input                clk_i,
  input                rst_i,
  input        [2 : 0] cmd_i,
  input                data_i,
  output logic         data_o,
  output logic         cmd_done_o,
  output logic         arb_lost_o,
  output logic         sda_err_o,
  output logic         scl_err_o,
  output logic         bus_busy_o,
  input                sda_i,
  output logic         sda_o,
  output logic         sda_oe,
  input                scl_i,
  output logic         scl_o,
  output logic         scl_oe
);
localparam int CLK_T            = 64'd1_000_000_000_000 / CLK_FREQ;
localparam int SCL_T            = 64'd1_000_000_000_000 / SCL_FREQ;
localparam int TICKS_PER_SCL_T  = SCL_T / CLK_T;
localparam int TICKS_PER_STATE  = TICKS_PER_SCL_T / 5;
localparam int TICKS_PER_SAMPLE = TICKS_PER_SCL_T / 16;
localparam int SMPL_CNT_WIDTH   = $clog2( TICKS_PER_SAMPLE );
localparam int STATE_CNT_WIDTH  = $clog2( TICKS_PER_STATE );
logic [1 : 0] mstb_sda, mstb_scl;
logic [2 : 0]                   spk_flt_sda, spk_flt_scl;
logic                           sda, scl;
logic                           sda_d, scl_d, scl_oe_d;
logic [SMPL_CNT_WIDTH - 1 : 0]  sample_cnt;
logic                           sample_lane;
logic [STATE_CNT_WIDTH - 1 : 0] state_cnt;
logic                           next_state_allowed;
logic                           scl_stretch;
logic                           scl_driven;
logic                           stop_req;
logic                           stop_detected;
logic                           start_detected;
assign sample_lane        = sample_cnt == TICKS_PER_SAMPLE;
assign next_state_allowed = state_cnt == TICKS_PER_STATE;
assign scl_o              = 1'b0;
assign sda_o              = 1'b0;
assign scl_driven         = scl_d && !scl && !scl_oe;
enum logic [4 : 0] { IDLE_S,
                     START_SDA_HIGH_S,
                     START_SCL_HIGH_S,
                     START_SDA_LOW_0_S,
                     START_SDA_LOW_1_S,
                     START_SCL_LOW_S,
                     STOP_SDA_LOW_S,
                     STOP_SCL_HIGH_0_S,
                     STOP_SCL_HIGH_1_S,
                     STOP_SDA_HIGH_S,
                     READ_SCL_LOW_0_S,
                     READ_SCL_HIGH_0_S,
                     READ_SCL_HIGH_1_S,
                     READ_SCL_LOW_1_S,
                     WRITE_SCL_LOW_0_S,
                     WRITE_SCL_HIGH_0_S,
                     WRITE_SCL_HIGH_1_S,
                     WRITE_SCL_LOW_1_S } state, next_state;
always_ff @( posedge clk_i, posedge rst_i )
  if( rst_i )
    state <= IDLE_S;
  else
    if( arb_lost_o || sda_err_o || scl_err_o )
      state <= IDLE_S;
    else
      if( next_state_allowed )
        state <= next_state;
always_comb
  begin
    next_state = state;
    case( state )
      IDLE_S:
        begin
          case( cmd_i )
            i2c_master_pkg::START: next_state = START_SDA_HIGH_S;
            i2c_master_pkg::STOP:  next_state = STOP_SDA_LOW_S;
            i2c_master_pkg::READ:  next_state = READ_SCL_LOW_0_S;
            i2c_master_pkg::WRITE: next_state = WRITE_SCL_LOW_0_S;
            default:               next_state = IDLE_S;
          endcase
        end
      START_SDA_HIGH_S:   next_state = START_SCL_HIGH_S;
      START_SCL_HIGH_S:   next_state = START_SDA_LOW_0_S;
      START_SDA_LOW_0_S:  next_state = START_SDA_LOW_1_S;
      START_SDA_LOW_1_S:  next_state = START_SCL_LOW_S;
      START_SCL_LOW_S:    next_state = IDLE_S;
      STOP_SDA_LOW_S:     next_state = STOP_SCL_HIGH_0_S;
      STOP_SCL_HIGH_0_S:  next_state = STOP_SCL_HIGH_1_S;
      STOP_SCL_HIGH_1_S:  next_state = STOP_SDA_HIGH_S;
      STOP_SDA_HIGH_S:    next_state = IDLE_S;
      READ_SCL_LOW_0_S:   next_state = READ_SCL_HIGH_0_S;
      READ_SCL_HIGH_0_S:  next_state = READ_SCL_HIGH_1_S;
      READ_SCL_HIGH_1_S:  next_state = READ_SCL_LOW_1_S;
      READ_SCL_LOW_1_S:   next_state = IDLE_S;
      WRITE_SCL_LOW_0_S:  next_state = WRITE_SCL_HIGH_0_S;
      WRITE_SCL_HIGH_0_S: next_state = WRITE_SCL_HIGH_1_S;
      WRITE_SCL_HIGH_1_S: next_state = WRITE_SCL_LOW_1_S;
      WRITE_SCL_LOW_1_S:  next_state = IDLE_S;
    endcase
  end
assign cmd_done_o = state != IDLE_S && next_state == IDLE_S;
always_ff @( posedge clk_i, posedge rst_i )
  if( rst_i )
    begin
      mstb_sda <= '1;
      mstb_scl <= '1;
    end
  else
    begin
      mstb_sda <= { mstb_sda[0], sda_i };
      mstb_scl <= { mstb_scl[0], scl_i };
    end
always_ff @( posedge clk_i, posedge rst_i )
  if( rst_i )
    begin
      spk_flt_sda <= '1;
      spk_flt_scl <= '1;
    end
  else
    begin
      spk_flt_sda <= { spk_flt_sda[1 : 0], mstb_sda[1] };
      spk_flt_scl <= { spk_flt_scl[1 : 0], mstb_scl[1] };
    end
always_ff @( posedge clk_i, posedge rst_i )
  if( rst_i )
    begin
      sda <= 1'b1;
      scl <= 1'b1;
    end
  else
    if( sample_lane )
      begin
        sda <= ( ( spk_flt_sda[0] && spk_flt_sda[1] ) ||
                 ( spk_flt_sda[1] && spk_flt_sda[2] ) ||
                 ( spk_flt_sda[0] && spk_flt_sda[2] ) );
        scl <= ( ( spk_flt_scl[0] && spk_flt_scl[1] ) ||
                 ( spk_flt_scl[1] && spk_flt_scl[2] ) ||
                 ( spk_flt_scl[0] && spk_flt_scl[2] ) );
      end
always_ff @( posedge clk_i, posedge rst_i )
  if( rst_i )
    begin
      sda_d <= 1'b1;
      scl_d <= 1'b1;
    end
  else
    begin
      sda_d <= sda;
      scl_d <= scl;
    end
always_ff @( posedge clk_i, posedge rst_i )
  if( rst_i )
    sample_cnt <= '0;
  else
    if( sample_cnt == TICKS_PER_SAMPLE )
      sample_cnt <= '0;
    else
      sample_cnt <= sample_cnt + 1'b1;
always_ff @( posedge clk_i, posedge rst_i )
  if( rst_i )
    state_cnt <= '0;
  else
    if( state_cnt == TICKS_PER_STATE || scl_driven )
      state_cnt <= '0;
    else
      if( !scl_stretch )
        state_cnt <= state_cnt + 1'b1;
always_ff @( posedge clk_i, posedge rst_i )
  if( rst_i )
    scl_oe_d <= 1'b0;
  else
    scl_oe_d <= scl_oe;
always_ff @( posedge clk_i, posedge rst_i )
  if( rst_i )
    scl_stretch <= 1'b0;
  else
    if( !scl_oe && !scl_oe_d && !scl )
      scl_stretch <= 1'b1;
    else
      if( scl )
        scl_stretch <= 1'b0;
always_ff @( posedge clk_i, posedge rst_i )
  if( rst_i )
    stop_req <= 1'b0;
  else
    if( cmd_i == STOP && next_state_allowed )
      stop_req <= 1'b1;
    else
      if( state == STOP_SDA_HIGH_S && next_state_allowed )
        stop_req <= 1'b0;
always_ff @( posedge clk_i, posedge rst_i )
  if( rst_i )
    begin
      stop_detected  <= 1'b0;
      start_detected <= 1'b0;
    end
  else
    begin
      stop_detected  <= sda && !sda_d && scl;
      start_detected <= !sda && sda_d && scl;
    end
always_ff @( posedge clk_i, posedge rst_i )
  if( rst_i )
    arb_lost_o <= 1'b0;
  else
    if( ( !sda_oe && !sda && state == WRITE_SCL_HIGH_1_S ) ||
        ( stop_detected && !stop_req ) )
      arb_lost_o <= 1'b1;
    else
      arb_lost_o <= 1'b0;
always_ff @( posedge clk_i, posedge rst_i )
  if( rst_i )
    sda_err_o <= 1'b0;
  else
    if( ( state == START_SCL_LOW_S && sda ) ||
        ( state == WRITE_SCL_HIGH_1_S && sda_oe && sda ) )
      sda_err_o <= 1'b1;
    else
      sda_err_o <= 1'b0;
always_ff @( posedge clk_i, posedge rst_i )
  if( rst_i )
    scl_err_o <= 1'b0;
  else
    if( scl && ( state == READ_SCL_LOW_0_S || WRITE_SCL_LOW_0_S ) )
      scl_err_o <= 1'b1;
    else
      scl_err_o <= 1'b0;
always_ff @( posedge clk_i, posedge rst_i )
  if( rst_i )
    bus_busy_o <= 1'b0;
  else
    if( start_detected )
      bus_busy_o <= 1'b1;
    else
      if( stop_detected )
        bus_busy_o <= 1'b0;
always_ff @( posedge clk_i, posedge rst_i )
  if( rst_i )
    data_o <= 1'b0;
  else
    if( scl && !scl_d )
      data_o <= sda;
always_ff @( posedge clk_i, posedge rst_i )
  if( rst_i )
    sda_oe <= 1'b0;
  else
    case( state )
      START_SDA_HIGH_S:  sda_oe <= 1'b0;
      START_SDA_LOW_0_S: sda_oe <= 1'b1;
      STOP_SDA_LOW_S:    sda_oe <= 1'b1;
      STOP_SDA_HIGH_S:   sda_oe <= 1'b0;
      READ_SCL_LOW_0_S:  sda_oe <= 1'b0;
      WRITE_SCL_LOW_0_S: sda_oe <= !data_i;
      default;
    endcase
always_ff @( posedge clk_i, posedge rst_i )
  if( rst_i )
    scl_oe <= 1'b0;
  else
    case( state )
      START_SCL_HIGH_S:   scl_oe <= 1'b0;
      START_SCL_LOW_S:    scl_oe <= 1'b1;
      STOP_SCL_HIGH_0_S:  scl_oe <= 1'b0;
      READ_SCL_LOW_0_S:   scl_oe <= 1'b1;
      READ_SCL_HIGH_0_S:  scl_oe <= 1'b0;
      READ_SCL_LOW_1_S:   scl_oe <= 1'b1;
      WRITE_SCL_LOW_0_S:  scl_oe <= 1'b1;
      WRITE_SCL_HIGH_0_S: scl_oe <= 1'b0;
      WRITE_SCL_LOW_1_S:  scl_oe <= 1'b1;
      default;
    endcase
endmodule
$ cat /design/flow/run.sh
#!/bin/bash
# OpenROAD 26Q1-2900-gdf79404cd8, Yosys 0.63+post, stock flow scripts
make -C /OpenROAD-flow-scripts/flow DESIGN_CONFIG=/design/flow/config.mk WORK_HOME=/design/flow/orfs finish
==> summary.txt <==
Figures from the flow reports.

STA:
- The run gives the clock period minus final worst setup slack as 2.45 ns.
- The run gives the slack of the critical path as 0.451 ns.
- The run gives the setup skew after layout as 0.00398 ns.
- Measured against its own limit, the worst slew margin works out to 61.6%.
- The run gives the slew at the pin with the worst max-slew slack as 0.575 ns.
- The run puts the final total negative setup slack at 0 ns.
- Static timing analysis puts the maximum clock frequency at 408 MHz.
- The run puts the worst slack on hold paths at 0.359 ns.
- The run puts the post-route clock period utilization at 84.4%.
- Setup repair after global routing left no endpoint under its margin.
- The run gives the final count of negative-setup-slack endpoints as 0.
- The run gives the number of hold-slack violations in the final timing report as 0.
- Counting pins that exceed their max-slew limit in the final report gives 0.

Critical path:
- The run gives the cell depth of the worst flop-to-flop path as 4.
- The OpenROAD report gives the critical path a required time of 2.32 ns.
- The run gives the critical path class as reg2out.
- For the worst setup path, the data arrival time is 1.87 ns.
- STA classifies the critical path startpoint as a flip-flop.
- The worst setup path is captured at an output port.
- Max fanout on the critical path was recorded as 12.

Placed design:
- The run gives the worst slack at placement as 0.788 ns.
- The buffer_ports step reported a buffer count of 15.
- The run puts the standard cell area after detailed placement at 0.00200 mm^2.
- The run puts the routability-driven placement congestion ratio at 0.856.
- The run puts the total half-perimeter wirelength after legalization and detailed placement at 2.12 mm.

Run:
- The run puts the number of warnings the tools reported at 26.
- The run gives the total of max-cap violations as 0.

Power:
- The run puts the power density over the cells at 626 mW/mm^2.
- After layout, the design draws a total of 1.31 mW.
- The run gives the maximum vdd drop as 0.000303 V.
- The run gives the reported leakage power as 0.907 nW.

Clock network:
- The run gives the post-CTS setup repair buffer count as 0.
- The run gives the TritonCTS buffer count as 5.
- The run puts the number of buffers inserted for hold repair after clock tree synthesis at 0.
- In this run the number of H-tree levels came out at 2.
- TritonCTS built the clock tree.
- The run gives the cell at the root of the clock tree as sky130_fd_sc_hd__clkbuf_8.
- The clock passes through at most 2 buffers.
- At the later pin of the worst-skew pair, clock insertion delay measures 0.29 ns.
- The run puts the quantity of gates resized following cts at 0.
- CTS saw 41 sinks.
- The run puts the clock slew at the register clock pins of the worst setup and hold paths at 0.08 ns.

Run status:
- The flow ran to the end, and the final reports show no timing, DRC or antenna violations.

Floorplan:
- The run puts the standard cell core area at 0.00435 mm^2.
- The run gives the row count as 24.
- The run gives the die height as 69.4 um.
- The run gives the area of the die as 0.00481 mm^2.
- The run puts the die width at 69.4 um.
- At the floorplan stage, the core utilization is reported as 41.7%.
- According to the I/O placement log, the pin count is 18.

GRT:
- The first global-routing pass estimated 5.58 mm of wire.
- Recorded from the global router log, the overflow total was 0.
- The run puts the number of antenna violations at the first check in global routing at 0.
- The number of global-route vias before repair came to 1,227.
- The run puts the overall routing resource usage at 14.6%.
- The run gives the pin count of the biggest net entering global routing as 42.

Yosys:
- The run gives the prevailing post-synth register cell as sky130_fd_sc_hd__dfrtp_1.
- In this run, distinct cell masters in the synthesized netlist total 43.
- Averaged over all synthesized cells, the footprint is 10.8 um^2.
- The run puts the post-synthesis instance area at 0.00182 mm^2.
- The run gives the share of flip-flops with an asynchronous set or reset as 100%.
- The run gives the number of cells in Yosys stat as 168.
- The warning tally printed by Yosys for this design is 1.
- The run puts the sequential cell area fraction in the yosys report at 57.5%.
- The run gives the register bit total from synthesis as 41.
- The run puts the yosys-reported design area after synthesis at 0.00182 mm^2.
- The run gives the instance count of the mapped netlist as 168.
- The run puts the number of enable-type register cells in the synthesized netlist at 0.

Final layout:
- Fill cells in the final layout number 376.
- The post-route netlist has 14.6% of its cells at a drive strength greater than 1.
- The run gives the final design instance area without fill as 0.00209 mm^2.
- The flow measured a signed area growth from synthesis to layout of 15.0%.

Drt:
- The run puts the total iterations of the first detailed-routing run at 4.
- The run puts the average detailed-routed wire length per instance at 13.0 um.
- The run gives the number of antenna diodes as 0.
- The final layout contains routed wiring with a total length of 3.09 mm.
- The run gives the vias per cell as 5.30.
- Once iteration 0 of detailed routing completed, the report listed 82 DRC markers.
- The routed layout reports a DRC error count of 0.
- The run gives the count of antenna-violating nets left after detailed routing as 0.
- The run puts the via count at 1,256.

Min path:
- In the hold timing report, the worst path depth is 0.
- The run gives the type of the worst min-delay path as reg2reg.
synthesized netlist by cell type, drive strengths merged (2+ instances only):
cell type  number  share of area [%]
a2bb2oi         2               0.97
buf             7                2.2
nor2b           2               0.69
a31oi           7                2.4
xor2            5                2.4
o41ai           2               0.97
nor4b           2               0.97
dfrtp          27                 37
o211ai          3                1.2
ha              3                2.1
o22ai           2               0.69
nor2           20                4.1
and3            4                1.4
inv            11                2.3
xnor2           4                1.9
dfstp          14                 20
or3             3                1.0
nor3            3                1.1
o31ai           2               0.83
nand3           7                1.9
nand2           8                1.7
o21ai           6                1.7
a21oi           6                1.7
power by group:
part	switching (mW)	leakage (nW)	internal, mW
Clock	0.194	0.0489	0.171
Sequential	0.0641	0.490	0.653
Combinational	0.106	0.368	0.118
Total	0.365	0.907	0.942
per-layer routing:
layer / track usage, % / part of all wire [%] / vias up
met2: 22.9 / 46 / 32
met4: 2.04 / 1.5 / 0
li1: - / - / 625
met3: 2.51 / 4.6 / 6
met5: 0 / 0 / -
met1: 23.0 / 48 / 593
worst paths after layout:
path	from	to	slack (ns)
setup / recovery	state[2]$_DFFE_PP0P_	cmd_done_o	0.45
hold / removal	mstb_sda[0]$_DFF_PP1_	mstb_sda[1]$_DFF_PP1_	0.36
setup reg to reg	state[1]$_DFFE_PP0P_	state[2]$_DFFE_PP0P_	1.19
hold reg to reg	mstb_sda[0]$_DFF_PP1_	mstb_sda[1]$_DFF_PP1_	0.36
max in group asynchronous	rst_i	scl$_DFFE_PP1N_	1.83
min in group asynchronous	rst_i	state_cnt[3]$_DFFE_PP0P_	0.71
worst max-delay path, cell delays in order (launching register included):
cell	delay, ns
sky130_fd_sc_hd__dfrtp_1	0.52
sky130_fd_sc_hd__nor2_1	0.30
sky130_fd_sc_hd__xnor2_1	0.15
sky130_fd_sc_hd__and3_1	0.16
sky130_fd_sc_hd__clkdlybuf4s50_1	0.45
registers in the layout (all words and copies together) (netlist names), 2 cells and up:
signal       count
spk_flt_scl      3
mstb_sda         2
spk_flt_sda      3
state            5
mstb_scl         2
sample_cnt       4
state_cnt        6
cell families after synthesis:
family | Yosys count | share of synthesized area, %
AND/OR/NAND/NOR | 56 | 16.1
flip-flops | 41 | 57.5
AND-OR/OR-AND | 37 | 14.0
buffers and inverters | 19 | 4.69
XOR/XNOR | 9 | 4.34
adder cells (fa/ha/maj) | 3 | 2.07
multiplexers | 2 | 1.17
other | 1 | 0.207
placed cells by master, fill, tap and decap left out, types with 2 or more instances in the layout:
cell type and count:
sky130_fd_sc_hd__clkdlybuf4s50_1 15, sky130_fd_sc_hd__o41ai_1 2, sky130_fd_sc_hd__nor4b_1 2, sky130_fd_sc_hd__xnor2_1 4
sky130_fd_sc_hd__ha_1 3, sky130_fd_sc_hd__nand2_1 8, sky130_fd_sc_hd__o21ai_0 6, sky130_fd_sc_hd__a31oi_1 7
sky130_fd_sc_hd__o31ai_1 2, sky130_fd_sc_hd__inv_1 11, sky130_fd_sc_hd__dfstp_2 14, sky130_fd_sc_hd__or3_1 3
sky130_fd_sc_hd__a2bb2oi_1 2, sky130_fd_sc_hd__nor2b_1 2, sky130_fd_sc_hd__xor2_1 5, sky130_fd_sc_hd__and3_1 4
sky130_fd_sc_hd__dfrtp_1 27, sky130_fd_sc_hd__nand3_1 7, sky130_fd_sc_hd__conb_1 2, sky130_fd_sc_hd__o22ai_1 2
sky130_fd_sc_hd__nor2_1 20, sky130_fd_sc_hd__o211ai_1 3, sky130_fd_sc_hd__nor3_1 2, sky130_fd_sc_hd__clkbuf_8 5
sky130_fd_sc_hd__a21oi_1 6
per-stage QoR:
step           utilization (%)  instances
6_report                  47.9        237
3_5_place_dp              45.9        229
4_1_cts                   47.9        237
3_3_place_gp              45.9        229
2_1_floorplan                -        169
5_1_grt                   47.9        237
area by class of cell:
| cell class | count | area (um^2) | share of cell area [%] |
|---|---|---|---|
| Timing Repair Buffer | 16 | 158 | 7.55 |
| Sequential cell | 41 | 1040 | 50.0 |
| Clock inverter | 3 | 20.0 | 0.959 |
| Inverter | 11 | 41.3 | 1.98 |
| Tap cell | 52 | 65.1 | 3.12 |
| Multi-Input combinational cell | 109 | 691 | 33.1 |
| Clock buffer | 5 | 68.8 | 3.30 |
Power figures rest on the tool's default switching activity, not on a simulated workload.
