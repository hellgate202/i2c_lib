<file path="flow/run.sh">
#!/bin/bash
# OpenROAD 26Q1-2900-gdf79404cd8, Yosys 0.63+post, stock flow scripts
make -C /OpenROAD-flow-scripts/flow DESIGN_CONFIG=/design/flow/config.mk WORK_HOME=/design/flow/orfs finish
</file>
<file path="flow/config.mk">
export PLATFORM = sky130hd
export DESIGN_NAME = i2c_slave_phy
export DESIGN_NICKNAME = i2c_slave_phy
export VERILOG_FILES = /design/flow/design.v
export SDC_FILE = /design/flow/constraint.sdc
export NUM_CORES = 4
export LEC_CHECK = 1
export CORE_AREA = 10 10 96 96
export DIE_AREA = 0 0 106 106
</file>
<file path="flow/constraint.sdc">
current_design i2c_slave_phy

set clk_period 1.9
set clk_io_pct 0.2

create_clock -name clk0 -period $clk_period [get_ports {clk_i}]

set non_clock_inputs [all_inputs -no_clocks]
set_input_delay [expr $clk_period * $clk_io_pct] -clock clk0 $non_clock_inputs
set_output_delay [expr $clk_period * $clk_io_pct] -clock clk0 [all_outputs]
</file>
<file path="flow/design.v">
package i2c_master_pkg;
parameter bit [2 : 0] NOP   = 3'b000;
parameter bit [2 : 0] START = 3'b001;
parameter bit [2 : 0] STOP  = 3'b010;
parameter bit [2 : 0] READ  = 3'b011;
parameter bit [2 : 0] WRITE = 3'b100;
endpackage
package i2c_slave_pkg;
parameter bit [1 : 0] NOP   = 2'b00;
parameter bit [1 : 0] WRITE = 2'b01;
parameter bit [1 : 0] READ  = 2'b10;
endpackage
import i2c_slave_pkg::*;
module i2c_slave_phy #(
  parameter int CLK_T = 10000
)(
  input          clk_i,
  input          rst_i,
  input          sda_i,
  output         sda_o,
  output         sda_oe,
  input          scl_i,
  input  [1 : 0] cmd_i,
  output         start_o,
  output         stop_o,
  output         data_o,
  input          data_i,
  output         cmd_done_o,
  output         ready_o
);
localparam int SPIKE_FILT_L    = 50000 / CLK_T;
localparam int DATA_HOLD_PS    = 300000;
localparam int DATA_HOLD_TICKS = DATA_HOLD_PS / CLK_T + 1;
localparam int CNT_W           = $clog2( DATA_HOLD_TICKS );
logic [1 : 0]                sda_mtstb;
logic [1 : 0]                scl_mtstb;
logic [SPIKE_FILT_L - 1 : 0] sda_filt_d;
logic [SPIKE_FILT_L - 1 : 0] scl_filt_d;
logic                        sda_filt, sda_filt_d1;
logic                        scl_filt, scl_filt_d1;
logic                        sda_posedge;
logic                        sda_negedge;
logic                        scl_posedge;
logic                        scl_negedge;
logic                        hold_cnt_en;
logic [CNT_W : 0]            hold_cnt;
logic                        rx_data_val;
logic                        wr_done;
logic                        write_in_progress;
always_ff @( posedge clk_i, posedge rst_i )
  if( rst_i )
    begin
      sda_mtstb <= '1;
      scl_mtstb <= '1;
    end
  else
    begin
      sda_mtstb <= { sda_mtstb[0], sda_i };
      scl_mtstb <= { scl_mtstb[0], scl_i };
    end
always_ff @( posedge clk_i, posedge rst_i )
  if( rst_i )
    begin
      sda_filt_d <= '1;
      scl_filt_d <= '1;
    end
  else
    begin
      sda_filt_d <= { sda_filt_d[SPIKE_FILT_L - 2 : 0], sda_mtstb[1] };
      scl_filt_d <= { scl_filt_d[SPIKE_FILT_L - 2 : 0], scl_mtstb[1] };
    end
always_ff @( posedge clk_i, posedge rst_i )
  if( rst_i )
    sda_filt <= '0;
  else
    if( &sda_filt_d )
      sda_filt <= 1'b1;
    else
      if( !( |sda_filt_d ) )
        sda_filt <= 1'b0;
always_ff @( posedge clk_i, posedge rst_i )
  if( rst_i )
    scl_filt <= '0;
  else
    if( &scl_filt_d )
      scl_filt <= 1'b1;
    else
      if( !( |scl_filt_d ) )
        scl_filt <= 1'b0;
always_ff @( posedge clk_i, posedge rst_i )
  if( rst_i )
    begin
      sda_filt_d1 <= 1'b1;
      scl_filt_d1 <= 1'b1;
    end
  else
    begin
      sda_filt_d1 <= sda_filt;
      scl_filt_d1 <= scl_filt;
    end
assign sda_posedge = sda_filt && !sda_filt_d1;
assign sda_negedge = !sda_filt && sda_filt_d1;
assign scl_posedge = scl_filt && !scl_filt_d1;
assign scl_negedge = !scl_filt && scl_filt_d1;
enum logic [2 : 0] { IDLE_S,
                     RD_WAIT_SCL_POSEDGE_S,
                     RD_WAIT_SCL_NEGEDGE_S,
                     WR_WAIT_SCL_POSEDGE_S,
                     WR_WAIT_SCL_NEGEDGE_S,
                     WR_WAIT_SDA_HOLD_S } state, next_state;
always_ff @( posedge clk_i, posedge rst_i )
  if( rst_i )
    state <= IDLE_S;
  else
    state <= next_state;
always_comb
  begin
    next_state = state;
    case( state )
      IDLE_S:
        begin
          if( cmd_i == READ )
            next_state = RD_WAIT_SCL_POSEDGE_S;
          else
            if( cmd_i == WRITE )
              next_state = WR_WAIT_SCL_POSEDGE_S;
        end
      RD_WAIT_SCL_POSEDGE_S:
        begin
          if( scl_posedge )
            next_state = RD_WAIT_SCL_NEGEDGE_S;
        end
      RD_WAIT_SCL_NEGEDGE_S:
        begin
          if( sda_posedge || sda_negedge || scl_negedge )
            next_state = IDLE_S;
        end
      WR_WAIT_SCL_POSEDGE_S:
        begin
          if( scl_posedge )
            next_state = WR_WAIT_SCL_NEGEDGE_S;
        end
      WR_WAIT_SCL_NEGEDGE_S:
        begin
          if( sda_posedge || sda_negedge )
            next_state = IDLE_S;
          else
            if( scl_negedge )
              next_state = WR_WAIT_SDA_HOLD_S;
        end
      WR_WAIT_SDA_HOLD_S:
        begin
          if( hold_cnt == DATA_HOLD_TICKS )
            next_state = IDLE_S;
        end
    endcase
  end
always_ff @( posedge clk_i, posedge rst_i )
  if( rst_i )
    hold_cnt <= '0;
  else
    if( !hold_cnt_en )
      hold_cnt <= '0;
    else
      hold_cnt <= hold_cnt + 1'b1;
always_ff @( posedge clk_i, posedge rst_i )
  if( rst_i )
    hold_cnt_en <= 1'b0;
  else
    if( state == WR_WAIT_SCL_NEGEDGE_S && scl_negedge )
      hold_cnt_en <= 1'b1;
    else
      if( hold_cnt == ( DATA_HOLD_TICKS[CNT_W : 0] - 1'b1 ) )
        hold_cnt_en <= 1'b0;
assign rx_data_val       = state == RD_WAIT_SCL_NEGEDGE_S && scl_negedge;
assign wr_done           = state == WR_WAIT_SDA_HOLD_S && hold_cnt == DATA_HOLD_TICKS[CNT_W : 0];
assign write_in_progress = state == WR_WAIT_SCL_NEGEDGE_S || state == WR_WAIT_SCL_POSEDGE_S || 
                           state == WR_WAIT_SDA_HOLD_S || state == IDLE_S && cmd_i == WRITE;
assign start_o    = scl_filt && sda_negedge;
assign stop_o     = scl_filt && sda_posedge;
assign ready_o    = state == IDLE_S;
assign cmd_done_o = rx_data_val || wr_done;
assign data_o     = sda_filt;
assign sda_o      = 1'b0;
assign sda_oe     = write_in_progress && !data_i;
endmodule
</file>
==> results_slide.txt <==
Physical Implementation Snapshot

Setup path
  • Worst Setup End Kind: primary output
  • Critical Path Start Type: flop
  • CP Buf/Inv Count: 1
  • WP data required: 1.52 ns
  • CP max FO: 4
  • Critical path's top delay family: flip-flops
  • Cell chain of the critical path: ha_2 > a32o_2 > dlygate4sd2_1
  • Worst EP arrival: about 1.4 ns
  • Critical Path Slowest Stage Cell: dfrtp_1
  • Worst path max stage delay: 0.42 ns
  • Setup CP Type: reg2out

Die
  • IO Count: 14
  • Fp_density: 0.170
  • Die area: 11,200 sq um
  • Die Ht: 106 um
  • Chip width: 106 um
  • Row Count: 31
  • Core area: just over 7000 sq um

STA
  • Clk_skew: 0.00395 ns
  • Fin worst setup slack: 0.0875 ns
  • Fin crit share: 0.954
  • Fmax: 0.552 GHz
  • Pins Over Slew Limit: 0
  • Final min period: around 1.8 ns
  • Hold Fails Final Rpt: 0
  • Unrepaired setup endpoints after global routing: false
  • Final setup viols: 0
  • Hold WS: 0.355 ns

Global route
  • Total GRT Usage: 0.0416
  • Largest net degree at the start of global routing: 32
  • Most used routing layer: met2
  • Met1 usage: 0.0550
  • GRT met2 Usage: 0.0601
  • Vias in the first global route: just over 800
  • Initial antenna violation count: 0
  • Grt total ovfl: 0
  • First-pass GRT wire length: 3890 um
  • GRT met3 Usage: 0.0220

Clocking
  • Clock buffer depth: 2
  • Clk ins delay skew pair: 0.28 ns
  • Clk sinks: 31
  • H-tree Lvls: 2
  • Total CTS buffers: 5
  • CTS tree: yes
  • CTS root buf: clkbuf_8
  • Clock transition at path regs: around 0.06 ns

Job
  • Max-Cap Viols: 0
  • Tool Warnings: 29

Place
  • DP Area: 1480 sq um
  • Placed insts: 206
  • # port buffers: 12
  • Placement Setup Slack: -0.599 ns
  • DPL Wire Length: ~1400 um
  • GPL Wtd Cong: 0.734

Synth
  • Total number of yosys warnings: 1
  • Yosys cell count: approximately 94
  • Seq/Total Area, Yosys: 0.651
  • Unique cell types: 31
  • Seq cells post-synth: 31
  • Top cells by area, synth: dfstp_2 37%, dfrtp_1 29%, ha_1 6.1%
  • Yosys stat area: 1220 sq um
  • Avg Cell Area, Syn: around 13 sq um
  • Synth area leader: dfstp_2
  • Dominant cell area share: 0.365
  • Gate count of the mapped netlist: 94
  • Post-synthesis cell area: 1220 sq um

Routing
  • DRT Pass-1 Iters: 4
  • Routed WL: 2160 um
  • Drt wl/cell: 9.84 um
  • Antenna Nets Post-Route: 0
  • Via density: 3.48
  • Antenna cells: 0
  • Initial DRC Count: ~42
  • Drc violations: 0
  • Vias: about 760

Layout
  • Most numerous logic cells after layout: 17 x dfstp_2, 14 x dfrtp_1, 7 x inv_1, 7 x nand2_1, 7 x buf_4
  • Layout overhead on the synthesized area: 33.4%
  • Post-route design area: between 1500 and 2000 sq um
  • Fraction of layout instances using a drive strength above 1: 0.350
  • Final std cells w/o fill: around 220
  • Most numerous logic cell after layout: dfstp_2
  • Final core utilization: 0.226

Power
  • Leak: 0.710 nW
  • Pwr per Cell Area: 971 nW/um^2
  • Peak supply drop: 255 uV

Outcome
  • Status: complete, no violations

Min path
  • Min-delay worst type: reg2reg
sequential cells by signal, summed over array words and instances (netlist names):
signal and cells:
scl_filt_d1 1, state 6, sda_filt_d1 1, hold_cnt_en 1, hold_cnt 6, scl_filt 1
sda_mtstb 2, sda_filt 1, scl_mtstb 2, scl_filt_d 5, sda_filt_d 5
path summary, 6_finish.rpt:
path / from / end / slack (ns) / cells past startpoint
setup / recovery: hold_cnt[0] / cmd_done_o / 0.09 / 3
hold / removal: sda_mtstb[0] / sda_mtstb[1] / 0.35 / 0
setup reg to reg: hold_cnt[2] / hold_cnt[5] / 0.66 / 4
hold reg to reg: sda_mtstb[0] / sda_mtstb[1] / 0.35 / 0
max in group asynchronous: rst_i / state[0] / 1.10 / 3
min in group asynchronous: rst_i / scl_filt / 0.48 / 3
power by group:
part,switching [mW],internal (mW),total (mW)
combinational,0.0793,0.142,0.221
clock,0.225,0.291,0.516
sequential,0.0916,0.756,0.847
total,0.396,1.19,1.58
area by class of cell:
class / count / area (sq um)
Tap cell: 99 / 124
Inverter: 8 / 30.0
Multi-Input combinational cell: 54 / 423
Clock inverter: 1 / 5.00
Fill cell: 769 / 5580
Sequential cell: 31 / 797
Timing Repair Buffer: 19 / 168
Clock buffer: 7 / 86.3
timing repair:
action,4_1_cts,5_1_grt
setup buffers,4,1
setup endpoints to repair,4,1
gates resized,15,2
hold buffers,0,0
pin swaps,2,2
metrics by stage:
stage | power, mW | TNS, ns
2_1_floorplan | 0.934 | 0
3_3_place_gp | 1.02 | -0.577
3_5_place_dp | 1.03 | -0.599
4_1_cts | 1.61 | -0.116
5_1_grt | 1.70 | 0
6_report | 1.58 | 0
cells by family (layout without fill, tap and decap cells):
logic type	Yosys count	count (layout)	synth area share
DFF	31	31	0.651
and+or+nand+nor	28	28	0.135
buffers and inverters	9	35	0.0307
xor gates and xnor gates	3	3	0.0215
adders and majority gates	6	6	0.0613
other	1	1	0.00306
AOI/OAI and AO/OA	16	16	0.0971
metal layers:
metal	share of wire	vias to the layer above
met5	0	-
li1	-	371
met3	0.084	2
met4	0.0079	0
met2	0.45	20
met1	0.46	370
cell usage after synthesis:
master / count
a2111oi_0: 1
a21oi_1: 3
a22o_1: 2
a22o_2: 1
a32o_1: 1
a32o_2: 1
a41oi_1: 1
and2_1: 3
and2_2: 2
and2b_1: 1
and4b_1: 1
buf_4: 1
conb_1: 1
dfrtp_1: 14
dfstp_2: 17
ha_1: 6
inv_1: 8
nand2_1: 7
nand3_1: 1
nand3_2: 1
nand4_1: 1
nor2_1: 4
nor2b_1: 2
o21ai_0: 4
o2bb2ai_1: 2
or2_1: 1
or2b_1: 1
or4_1: 2
or4b_1: 1
xnor2_1: 2
xor2_1: 1
Power is estimated from default activity; no workload was simulated.
